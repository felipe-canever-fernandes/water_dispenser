<file path="/design/flow/constraint.sdc">
current_design seven_segment_display

set clk_period 2.3
set clk_io_pct 0.2

create_clock -name clk0 -period $clk_period

set non_clock_inputs [all_inputs -no_clocks]
set_input_delay [expr $clk_period * $clk_io_pct] -clock clk0 $non_clock_inputs
set_output_delay [expr $clk_period * $clk_io_pct] -clock clk0 [all_outputs]
</file>
<file path="/design/flow/design.v">
module seven_segment_display
(
	value,
	display
);
	input [15:0] value;
	output reg [7:0] display;
	always @(value) begin
		case (value)
			0:	display <=	8'b1100_0000;
			1:	display <=	8'b1111_1001;
			2: display <=  8'b1010_0100;
			3: display <=  8'b1011_0000;
			4: display <=  8'b1001_1001;
			5: display <=  8'b1001_0010;
			6: display <=  8'b1000_0010;
			7: display <=  8'b1111_1000;
			8: display <=  8'b1000_0000;
			9: display <=  8'b1001_0000;
			default: display <= 8'b1111_1111;
		endcase
	end
endmodule
</file>
<file path="/design/flow/run.sh">
#!/bin/bash
# OpenROAD 26Q1-2900-gdf79404cd8, Yosys 0.63+post, stock flow scripts
make -C /OpenROAD-flow-scripts/flow DESIGN_CONFIG=/design/flow/config.mk WORK_HOME=/design/flow/orfs finish
</file>
<file path="/design/flow/config.mk">
export PLATFORM = sky130hd
export DESIGN_NAME = seven_segment_display
export DESIGN_NICKNAME = seven_segment_display
export VERILOG_FILES = /design/flow/design.v
export SDC_FILE = /design/flow/constraint.sdc
export NUM_CORES = 4
export LEC_CHECK = 1
export CORE_AREA = 10 10 70 70
export DIE_AREA = 0 0 80 80
</file>
==> impl_metrics.toml <==
# flow metrics
[status]
status = "finished, final reports clean"

[logic_synthesis]
yosys_warnings = 1
yosys.area.top_type = "nor4_4"
yosys_area_sq_um = 284.0
area_leaders = "nor4_4 22%, ha_1 22%, a21o_1 7.9%, o21bai_1 7.9%, nand2b_1 6.6%"
synth_seq_share = 0
syn_inst = 34
avgSynthCellArea_sq_um = 8.354
synth_top_area_share = 0.2247
synthesis.area_sq_um = 284.0
yosysUniqueCellTypes = 17
ys_cells = 34

[run]
maxCapViolations = 0
tool_warnings = 37

[setup_path]
critPathMaxFanout = 4
end_kind = "primary output"
cp-start-kind = "input port"
critPathArrivalTime_ns = 1.80
critical_path_required_ns = 1.84
crit_type = "in -> out"

[hold_path]
min_path_type = "in -> out"

[global_routing]
grt_util_met3 = 0.01705
grt_pass1_wl_um = 1738
grt_max_degree = 11
first_global_vias = 361
gr-total-overflow = 0
met2_usage = 0.03371
grt_use_met1 = 0.05603
grt_busiest_layer = "met1"
grt_usage = 0.03279
antenna_found_initial = 0

[floorplan]
dieArea_sq_um = 6400
row_count = 21
dieHeight_um = 80
pin_count = 24
die_w_um = 80
fp_util = 0.08315
core_area_sq_um = 3416

[final_timing]
holdWs_ns = 1.336
max_freq_mhz = 443.4
layout_setup_ws_ns = 0.04452
rsz0062_at_grt = "true"
finalMaxSlewViolations = 0
fin_crit_ns = 2.255
post-route-period-util = 0.9806
finalSetupViolCount = 0
finalHoldViolCount = 0
fin_setup_tns_ns = 0

[cells_and_area]
seq_area_sq_um = 0
drive_gt1_frac = 0.3077
flop-count = 0
syn_to_final_growth_pct = 125.1
num-fill-cells = 384
clkbuf_count = 0

[routing]
drt_wl_total_um = 1137
detail-route-antenna-nets = 0
drt_iter0_drc = 16
drc = 0
via_count = 352
vias_per_cell = 3.171
wl_per_cell_um = 10.24
n_antenna_cell = 0
drt_pass1_iterations = 2

[placed_design]
gp_congestion = 0.7688
port_buffers = 23
pre_cts_slack_ns = -0.3370
hpwl_um = 899.3

[clock_network]
hold_buffers = 0

[power]
irDropWorstVdd_uv = 15.50
p_leak_nw = 0.2675
power_per_cell_area_nw_per_um2 = 92.25
final timing paths:
check / from / to / slack (ns) / cells after the start
setup / recovery: value[11] / display[0] / 0.04 / 6
hold / removal: value[1] / display[6] / 1.34 / 4
cell type report:
type | instances | area, sq um | area share
well taps | 46 | 57.56 | 0.09002
repair buffers | 33 | 295.3 | 0.4618
inverters | 4 | 15.01 | 0.02348
multi-input cells | 28 | 271.5 | 0.4247
cell families (layout without fill, tap and decap cells):
group	after synthesis	after routing	share of synthesized area
AND-OR/OR-AND	12	12	0.2863
AND/OR/NAND/NOR	10	10	0.3876
buffers and inverters	6	37	0.09249
adder cells (fa/ha/maj)	5	5	0.2203
other	1	1	0.01320
placed cells by master (no fill, tap or decap):
cell type,synthesis,routed
clkbuf_2,0,1
inv_1,4,3
a21o_1,3,3
a211o_1,1,1
ha_1,5,4
dlymetal6s2s_1,0,4
a21oi_2,0,1
nand4_2,1,1
o21bai_1,3,3
a211oi_2,0,1
conb_1,1,1
dlygate4sd2_1,0,15
a21oi_1,3,2
ha_2,0,1
buf_4,1,9
nor2_1,1,1
nor4_4,3,3
clkdlybuf4s15_1,0,3
nor2b_2,0,1
nand2b_1,3,3
nand3_1,1,1
inv_2,0,1
o21ai_1,0,1
buf_6,0,1
timing repair:
item,in CTS,in global routing
pin swaps,9,7
setup buffers,1,4
setup endpoints to repair,7,5
endpoints found under the hold margin,0,0
gates resized,27,8
worst max-delay path, cell delays in order:
cell and delay, ns:
dlygate4sd2_1 0.25, nor4_4 0.29, nand4_2 0.19, buf_4 0.18, o21bai_1 0.16, dlygate4sd2_1 0.26
cells in the mapped netlist (all sizes together):
cell type	count
nor4	3
nand3	1
a21o	3
conb	1
nand2b	3
a21oi	3
nor2	1
clkbuf	1
nand4	1
o21bai	3
a211o	1
ha	5
inv	4
nor2b	1
a211oi	1
buf	1
o21ai	1
per-layer routing:
metal / share of wire / wire, um / vias to the layer above
met4: 0 / 0 / 0
met5: 0 / 0 / -
met2: 0.26 / 295 / 23
met3: 0.16 / 182 / 0
li1: - / - / 181
met1: 0.58 / 659 / 148
report_power, final:
part	switching [mW]	total [mW]	internal, mW
combinational	0.0272	0.0590	0.0318
clock	0	0	0
sequential	0	0	0
metrics by stage:
step,total power [mW],area [sq um],cells,utilization
floorplan,0.01895,284.0,34,-
global route,0.06549,639.4,111,0.1872
detailed placement,0.06287,598.1,106,0.1751
global placement,0.06253,598.1,106,0.1751
CTS,0.05719,599.3,107,0.1755
finish,0.05898,639.4,111,0.1872
Power is estimated from default activity; no workload was simulated.
